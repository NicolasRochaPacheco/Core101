`design/flow/run.sh`:
```
#!/bin/bash
# OpenROAD 26Q1-2900-gdf79404cd8, Yosys 0.63+post, stock flow scripts
make -C /OpenROAD-flow-scripts/flow DESIGN_CONFIG=/design/flow/config.mk WORK_HOME=/design/flow/orfs finish
```
`design/flow/config.mk`:
```
export PLATFORM = sky130hd
export DESIGN_NAME = ALU
export DESIGN_NICKNAME = ALU
export VERILOG_FILES = /design/flow/design.v
export SDC_FILE = /design/flow/constraint.sdc
export NUM_CORES = 4
export LEC_CHECK = 1
export CORE_UTILIZATION = 50
```
`design/flow/design.v`:
```
module ALU
  #(parameter DATA_WIDTH = 32)(
    input [DATA_WIDTH-1:0]  a_data_in,  
    input [DATA_WIDTH-1:0]  b_data_in,  
    input [3:0]             uop_in,
    output reg [DATA_WIDTH-1:0] result_out
);
always@(*) begin
  case(uop_in)
    4'b0000: result_out = a_data_in + b_data_in;
    4'b0001: result_out = a_data_in - b_data_in;
    4'b0010: result_out = a_data_in|b_data_in;
    4'b0011: result_out = a_data_in&b_data_in;
    4'b0100: result_out = a_data_in^b_data_in;
    4'b1000: result_out = a_data_in;
    4'b1001: result_out = b_data_in;
    4'b1010: result_out = ($signed(a_data_in)<$signed(b_data_in))?32'd1:32'd0;
    4'b1011: result_out = (a_data_in<b_data_in)?32'd1:32'd0;
    4'b1101: result_out = $signed(a_data_in) >>> b_data_in[4:0];
    4'b1110: result_out = a_data_in >> b_data_in[4:0];
    4'b1111: result_out = a_data_in << b_data_in[4:0];
    default: result_out = 32'h00000000;
  endcase
end
endmodule
```
`design/flow/constraint.sdc`:
```
current_design ALU

set clk_period 15.0
set clk_io_pct 0.2

create_clock -name clk0 -period $clk_period

set non_clock_inputs [all_inputs -no_clocks]
set_input_delay [expr $clk_period * $clk_io_pct] -clock clk0 $non_clock_inputs
set_output_delay [expr $clk_period * $clk_io_pct] -clock clk0 [all_outputs]
```
==> reports/qor.csv <==
metric;value;unit
outcome;finished clean;
Compound Share, Synth;38.5;%
slowest cell on the critical path;a2111oi_0;
number of core rows;48;
Rel. slew slack;31.1;%
number of standard cells reported by yosys;1254;
syn_area_per_cell;6.98;µm²
HP Class;in -> out;
sw power;0.214;mW
mux frac, synth;18.5;%
pin count of the biggest net entering global routing;62;
tool warning count;101;
DRT antenna net count;0;
PostCTS Resize Cnt;0;
Core Util, Final;57.0;%
register area;0;µm²
crit path capture type;output port;
# port buffers;100;
dominant kind of combinational cell;AND-OR/OR-AND gates;
Ports;100;
Cell Chain, Critical Path;buf_2, buf_4, clkinv_1, buf_4, ha_1, a21oi_1, o22ai_1, o211ai_1, a2111oi_0, a2bb2oi_1, a21boi_0, nor2_1, a311oi_1, o2111ai_1, clkdlybuf4s50_1;
registers;0;
final wirelength;37500;µm
TritonRoute pass-1 iters;6;
Starting Density;51.0;%
leakage;4.09;nW
remaining routing DRC violations;0;
RePlAce Congestion;1.06;
setup TNS;0;ns
vias in the first global route;9515;
post-CTS setup buffer count;0;
YS chip area;8760;µm²
DR vias;10647;
startpoint types;primary input;
XOR-XNOR Cells, Area Fraction;0.400;%
Yosys warning count;1;
final hold violation count;0;
CP Data Required Time;12.00;ns
HPWL Detailed;28400;µm
P_int;0.150;mW
min Tclk post-route;10.43;ns
Vias/cell;7.09;
share of post-route cells with drive strength above 1;8.31;%
die height;134;µm
Max Cap Viol;0;
global-route wire length before repair;56800;µm
Seq share, synth;0;%
Total Power;0.365;mW
critical-path maximum fanout;54;
fin. max-slew vios;0;
IR drop worst, VDD;0.0318;mV
initial antenna violation count;2;
Mapped Cells;1254;
Adder Share, Synth;14.7;%
GRT overflow;0;
Worst Hold Launch;b_data_in[1];
simple-gate share of the synthesized area;19.3;%
Final period util;69.6;%
Data arrival, critical path;7.43;ns
Unique cell types;83;
maximum clock frequency;0.0959;GHz
Netlist Area Pre-Place;8760;µm²
# hold bufs at CTS;0;
Sw Share;58.8;%
core area;17200;µm²
Top cells excl fill/tap;137 x nor2_1, 112 x a21oi_1, 101 x nand2_1, 100 x ha_1, 95 x clkdlybuf4s50_1;
Worst Hold End;result_out[1];
WS Path Type;in -> out;
endpoints failing setup;0;
clk_buf instances;0;
cell mode on critical path;buf_4;
area delta synth->final;11.7;%
routed length per instance;25.0;µm
Hold Path Stages;4;
Worst path max stage delay;0.61;ns
unrepaired setup endpoints after global routing;no;
power density cells;37.3;nW/µm²
Worst Setup SP;b_data_in[1];
total track usage;42.2;%
worst-margin pin slew;1.03;ns
Chip Width;134;µm
Die Area;18000;µm²
highest-count logic cell in the final layout;nor2_1;
DRT iter0 DRCs;1455;
-- how the worst max path moves through the flow --
stage | endpoint | slack, ns | depth (start not counted)
final | result_out[19] | 4.57 | 15
after global routing | result_out[19] | 4.12 | 15
after CTS | result_out[19] | 4.58 | 15
-- routing by layer --
layer	track usage [%]	wire length, µm
met1	63.7	16200
met5	0	13
met2	60.9	15700
met3	10.1	4620
met4	10.2	1090
-- worst max-delay path: cells and delay by family --
kind / cells / cell delay [ns]
AND/OR/NAND/NOR: 1 / 0.14
adder cells (fa/ha/maj): 1 / 0.36
AND-OR/OR-AND: 8 / 2.22
buffers and inverters: 5 / 1.69
-- metrics by stage --
stage | worst slack [ns] | area (µm²) | std cells | hold WS, ns
after CTS | 4.58 | 9780 | 1500 | 6.91
final | 4.57 | 9780 | 1501 | 6.90
after global routing | 4.12 | 9780 | 1500 | 6.97
after detailed placement | 4.60 | 9780 | 1500 | 6.92
after global placement | 4.65 | 9780 | 1500 | 6.92
after floorplan | 5.31 | 8760 | 1254 | 6.09
-- power by group through the flow --
stage / combinational, mW / clock, mW / sequential (mW)
after CTS: 0.354 / 0 / 0
after global routing: 0.391 / 0 / 0
-- cell usage after synthesis, drive strengths merged (15+ instances only) --
library cell / number / area, µm²
nor2: 139 / 524
a21oi: 113 / 577
nand2: 101 / 379
ha: 100 / 1250
o21ai: 97 / 485
inv: 85 / 319
clkbuf: 65 / 244
mux2i: 46 / 460
mux4: 44 / 991
buf: 36 / 176
nor3: 25 / 130
a211oi: 21 / 158
a221oi: 21 / 184
o211ai: 20 / 150
nand3: 18 / 90.1
a21o: 17 / 128
a221o: 16 / 161
a222oi: 16 / 160
a22oi: 15 / 113
mux2: 15 / 169
o22ai: 15 / 93.8
-- cell type report --
class                      count  area [µm²]
tap                          225         282
antenna                        1        2.50
timing repair buffer         122        1140
multi-input combinational   1067        8030
inverter                      86         323
fill                        1716        7390
-- logic make-up after synthesis --
family                     count (synthesis)
AOI/OAI and AO/OA                        488
xor gates and xnor gates                   4
adders and majority gates                102
buffers and inverters                    187
muxes                                    105
and+or+nand+nor                          368
Power and IR drop assume default switching activity.
