<file path="config.mk">
export PLATFORM = sky130hd
export DESIGN_NAME = MUX_B
export DESIGN_NICKNAME = MUX_B
export VERILOG_FILES = /design/flow/design.v
export SDC_FILE = /design/flow/constraint.sdc
export NUM_CORES = 4
export LEC_CHECK = 1
export CORE_AREA = 10 10 84 84
export DIE_AREA = 0 0 94 94
</file>
<file path="constraint.sdc">
current_design MUX_B

set clk_period 1.0
set clk_io_pct 0.2

create_clock -name clk0 -period $clk_period

set non_clock_inputs [all_inputs -no_clocks]
set_input_delay [expr $clk_period * $clk_io_pct] -clock clk0 $non_clock_inputs
set_output_delay [expr $clk_period * $clk_io_pct] -clock clk0 [all_outputs]
</file>
<file path="design.v">
module MUX_B
  #(parameter DATA_WIDTH = 32) (
    input [1:0] data_sel_in,
    input [DATA_WIDTH-1:0] a_data_src_in,
    input [DATA_WIDTH-1:0] b_data_src_in,
    input [DATA_WIDTH-1:0] c_data_src_in,
    input [DATA_WIDTH-1:0] d_data_src_in,
    output [DATA_WIDTH-1:0] data_out
  );
  reg [DATA_WIDTH-1:0] mux_output_reg;
  always @ ( * )
    begin
      case (data_sel_in)
        2'b00: mux_output_reg = a_data_src_in;
        2'b01: mux_output_reg = b_data_src_in;
        2'b10: mux_output_reg = c_data_src_in;
        2'b11: mux_output_reg = d_data_src_in;
      endcase
    end
  assign data_out = mux_output_reg;
endmodule
</file>
<file path="run.sh">
#!/bin/bash
# OpenROAD 26Q1-2900-gdf79404cd8, Yosys 0.63+post, stock flow scripts
make -C /OpenROAD-flow-scripts/flow DESIGN_CONFIG=/design/flow/config.mk WORK_HOME=/design/flow/orfs finish
</file>
==> deck_impl_summary.md <==
Key Metrics from the Run

Outcome
  – Status: finished, violations left
  – Failing checks: negative setup slack

STA
  – Max Clock Freq: 0.735 GHz
  – Min Tclk post-route: 1.36 ns
  – Final Cycle Share: 136%
  – Endpoints failing setup: 32
  – Slew margin rel.: 92.7%
  – Setup TNS Final: -9.66 ns
  – Final worst setup slack: -0.361 ns
  – Max Slew Vio Count: 0
  – Fin. Hold Viols: 0
  – Slew of the pin with the lowest slew margin: 0.110 ns
  – RSZ-0062 raised after global routing: true

Drt
  – Vias: 1212
  – Routed Antenna Nets: 0
  – Routed length on met3: 493 um
  – Top layer reached by signal wires: met4
  – WL final: 6710 um
  – M1 WL: 2440 um
  – Vias per inst: 4.33
  – DRT iter0 DRCs: 24
  – Met2 wire len: 3760 um
  – DR WL/cell: 24.0 um
  – DRC viols: 0
  – Drt pass-1 iters: 3

Critical path
  – CP max stage cell: mux4_2
  – Crit. End Element: output pin
  – Critical path peak fanout: 5
  – Critical-path cell list: buf_12, buf_12, buf_12, mux4_2, buf_2
  – Required time worst endpoint: 0.80 ns
  – Crit. Startpoint: data_sel_in[0]
  – Worst EP arrival: 1.16 ns
  – Startpoint Class: primary input
  – Critical Path Most Common Cell: buf_12
  – CP peak stage delay: 0.50 ns
  – WS Path Type: primary input to output pin

Layout
  – Layout Utilization: 45.8%
  – Area Growth Syn to Fin: 193%
  – Clock buffer cells: 0
  – Register area: 0 um^2
  – Flop Count: 0
  – MI comb area: 721 um^2
  – Layout fillers: 525
  – Share of layout cells above drive strength 1: 41.8%

Yosys
  – Adder share: 0%
  – Most frequent cells after synthesis: mux4_2 (30), buf_12 (3), buf_2 (3), mux4_1 (2), buf_6 (1)
  – Ao+oa area frac: 0%
  – Mapped Area: 815 um^2
  – Syn Area/Cell: 20.9 um^2
  – Top cells, area: mux4_2 (83%), buf_12 (7.4%), mux4_1 (6.5%), buf_2 (1.8%), buf_6 (1.4%)
  – Synth top area share: 82.9%
  – Largest logic family: multiplexers
  – Synth Seq Share: 0%
  – Yosys Instances: 39
  – Synth area leader: mux4_2
  – MUX area fraction: 89.4%
  – Synth unique cells: 5
  – Yosys chip area: 815 um^2
  – Most frequent cell after synthesis: mux4_2
  – Simple-Gate Area Share: 0%
  – XORs/XNORs by Area: 0%
  – Synthesized instance count: 39
  – YS warnings: 1

Global route
  – Global-route wire length before repair: 9430 um
  – Total grt overflow: 0
  – Largest net degree at the start of global routing: 11
  – Vias in the first global route: 1466
  – Initial antenna violation count: 2
  – Overall routing resource usage: 14.6%

Hold path
  – Worst min path class: primary input to output pin
  – Worst hold start: d_data_src_in[28]

Power
  – Power density over cell area: 377 nW/um^2
  – VDD IR max: 0.179 mV
  – Static Leakage: 1.15 nW

Flow run
  – Tool warnings: 35
  – MaxCap Viol Count: 0

Floorplan
  – Core area: 5200 um^2
  – DIE AREA: 8840 um^2
  – Starting Density: 15.6%
  – Io pins: 162
  – Die X: 94 um
  – Rows: 26
  – Chip height: 94 um

Place
  – Setup WS pre-CTS: -0.929 ns
  – Placer Congestion: 0.810
  – DP HPWL: 5690 um
  – Buffers on Ports: 162

Clock tree
  – Hold-fix buffers, CTS: 0
[where the power goes]
group | switching (mW) | internal, mW | leakage [nW]
sequential | 0 | 0 | 0
clock | 0 | 0.000000267 | 0.0000127
combinational | 0.238 | 0.660 | 1.15
total | 0.238 | 0.660 | 1.15
[cell families after synthesis]
family / after synthesis
buffers and inverters: 7
muxes: 32
[path summary, 6_finish.rpt]
kind	end	slack [ns]	depth (start not counted)
worst min-delay path	data_out[28]	0.79	3
worst max-delay path	data_out[23]	-0.36	5
[per-layer routing]
metal,global-route usage (%),vias to the layer above
met1,17.3,589
met2,26.8,70
met4,0.506,0
met3,4.28,2
met5,0,-
li1,-,551
[cells in the final DEF, fill, tap and decap left out]
| cell type | instances |
|---|---|
| buf_12 | 6 |
| clkdlybuf4s15_1 | 1 |
| buf_4 | 3 |
| buf_6 | 5 |
| diode_2 | 2 |
| dlygate4sd2_1 | 120 |
| mux4_2 | 32 |
| buf_2 | 36 |
| buf_16 | 3 |
| buf_8 | 1 |
| bufbuf_16 | 1 |
[stage by stage]
stage	std cells	area (um^2)	hold WS [ns]	power, mW
6_report	280	2380	0.793	0.898
3_5_place_dp	267	2480	1.29	1.09
5_1_grt	279	2380	0.812	0.967
2_1_floorplan	39	823	0.486	0.287
3_3_place_gp	267	2480	1.28	1.08
4_1_cts	278	2390	0.791	0.922
[layout make-up]
cell class | instances | share of cell area, %
repair buffers | 176 | 65.9
multi-input cells | 32 | 30.2
well taps | 70 | 3.67
diodes | 2 | 0.210
[worst max-delay path, delay by kind of cell]
kind     cells  cell delay [ns]
buf+inv      4             0.45
mux          1             0.50
[repair_timing]
action / 4_1_cts / 5_1_grt
cloned: 5 / 0
pin swaps: 0 / 0
setup buffers: 6 / 1
setup endpoints to repair: 32 / 32
resized: 269 / 4
Power is estimated from default activity; no workload was simulated.
